[run.sh]
#!/bin/bash
# OpenROAD 26Q1-2900-gdf79404cd8, Yosys 0.63+post, stock flow scripts
make -C /OpenROAD-flow-scripts/flow DESIGN_CONFIG=/design/flow/config.mk WORK_HOME=/design/flow/orfs finish
[config.mk]
export PLATFORM = sky130hd
export DESIGN_NAME = async_fifo
export DESIGN_NICKNAME = async_fifo
export VERILOG_FILES = /design/flow/design.v
export SDC_FILE = /design/flow/constraint.sdc
export NUM_CORES = 4
export LEC_CHECK = 1
export CORE_UTILIZATION = 40
[constraint.sdc]
current_design async_fifo

set clk_period 4.2
set clk_io_pct 0.2

create_clock -name clk0 -period $clk_period [get_ports {rclk}]
create_clock -name clk1 -period $clk_period [get_ports {wclk}]

set non_clock_inputs [all_inputs -no_clocks]
set_input_delay [expr $clk_period * $clk_io_pct] -clock clk0 $non_clock_inputs
set_output_delay [expr $clk_period * $clk_io_pct] -clock clk0 [all_outputs]
[design.v]
`timescale 1ns / 1ps
module async_fifo #(parameter DEPTH=8, DATA_WIDTH=8) (
  input wclk, wrst_n,
  input rclk, rrst_n,
  input w_en, r_en,
  input [DATA_WIDTH-1:0] data_in,
  output [DATA_WIDTH-1:0] data_out,
  output full, empty
);
  parameter PTR_WIDTH = $clog2(DEPTH);
  wire [PTR_WIDTH:0] g_wptr_sync, g_rptr_sync;
  wire [PTR_WIDTH:0] b_wptr, b_rptr;
  wire [PTR_WIDTH:0] g_wptr, g_rptr;
  wire [PTR_WIDTH-1:0] waddr = b_wptr[PTR_WIDTH-1:0];
  wire [PTR_WIDTH-1:0] raddr = b_rptr[PTR_WIDTH-1:0];
  synchronizer #(PTR_WIDTH+1) sync_wptr (
    .clk(rclk),
    .rst_n(rrst_n),
    .d(g_wptr),
    .q(g_wptr_sync)
  );
  synchronizer #(PTR_WIDTH+1) sync_rptr (
    .clk(wclk),
    .rst_n(wrst_n),
    .d(g_rptr),
    .q(g_rptr_sync)
  );
  wptr_handler #(PTR_WIDTH) wptr_h (
    .wclk(wclk),
    .wrst_n(wrst_n),
    .w_en(w_en),
    .g_rptr_sync(g_rptr_sync),
    .b_wptr(b_wptr),
    .g_wptr(g_wptr),
    .full(full)
  );
  rptr_handler #(PTR_WIDTH) rptr_h (
    .rclk(rclk),
    .rrst_n(rrst_n),
    .r_en(r_en),
    .g_wptr_sync(g_wptr_sync),
    .b_rptr(b_rptr),
    .g_rptr(g_rptr),
    .empty(empty)
  );
  fifo_mem #(DEPTH, DATA_WIDTH, PTR_WIDTH) fifom (
    .wclk(wclk),
    .w_en(w_en),
    .rclk(rclk),
    .r_en(r_en),
    .waddr(waddr),
    .raddr(raddr),
    .data_in(data_in),
    .data_out(data_out),
    .full(full),
    .empty(empty)
  );
endmodule
module fifo_mem #(parameter DEPTH=8, DATA_WIDTH=8, PTR_WIDTH=3) (
  input wclk, w_en,
  input rclk, r_en,
  input [PTR_WIDTH-1:0] waddr, raddr,
  input [DATA_WIDTH-1:0] data_in,
  input full, empty,
  output reg [DATA_WIDTH-1:0] data_out
);
  reg [DATA_WIDTH-1:0] fifo [0:DEPTH-1];
  always @(posedge wclk) begin
    if (w_en && !full)
      fifo[waddr] <= data_in;
  end
  always @(posedge rclk) begin
    if (r_en && !empty)
      data_out <= fifo[raddr];
  end
endmodule
module rptr_handler #(parameter PTR_WIDTH=3) (
  input rclk, rrst_n, r_en,
  input [PTR_WIDTH:0] g_wptr_sync,
  output reg [PTR_WIDTH:0] b_rptr, g_rptr,
  output reg empty
);
  wire [PTR_WIDTH:0] b_rptr_next = b_rptr + (r_en & !empty);
  wire [PTR_WIDTH:0] g_rptr_next = (b_rptr_next >> 1) ^ b_rptr_next;
  wire rempty = (g_wptr_sync == g_rptr_next);
  always @(posedge rclk or negedge rrst_n) begin
    if (!rrst_n) begin
      b_rptr <= 0;
      g_rptr <= 0;
    end else begin
      b_rptr <= b_rptr_next;
      g_rptr <= g_rptr_next;
    end
  end
  always @(posedge rclk or negedge rrst_n) begin
    if (!rrst_n) empty <= 1;
    else empty <= rempty;
  end
endmodule
module synchronizer #(parameter WIDTH = 4) (
  input clk,
  input rst_n,
  input [WIDTH-1:0] d,
  output reg [WIDTH-1:0] q
);
  reg [WIDTH-1:0] sync1;
  always @(posedge clk or negedge rst_n) begin
    if (!rst_n) begin
      sync1 <= 0;
      q <= 0;
    end else begin
      sync1 <= d;
      q <= sync1;
    end
  end
endmodule
module wptr_handler #(parameter PTR_WIDTH=3)(
  input wclk, wrst_n, w_en,
  input [PTR_WIDTH:0] g_rptr_sync,
  output reg [PTR_WIDTH:0] b_wptr, g_wptr,
  output reg full
);
  wire [PTR_WIDTH:0] b_wptr_next = b_wptr + (w_en & !full);
  wire [PTR_WIDTH:0] g_wptr_next = (b_wptr_next >> 1) ^ b_wptr_next;
  wire wfull = (g_wptr_next == {~g_rptr_sync[PTR_WIDTH:PTR_WIDTH-1], g_rptr_sync[PTR_WIDTH-2:0]});
  always @(posedge wclk or negedge wrst_n) begin
    if (!wrst_n) begin
      b_wptr <= 0;
      g_wptr <= 0;
    end else begin
      b_wptr <= b_wptr_next;
      g_wptr <= g_wptr_next;
    end
  end
  always @(posedge wclk or negedge wrst_n) begin
    if (!wrst_n) full <= 0;
    else full <= wfull;
  end
endmodule
==> flow_summary.yaml <==
# yosys + openroad results
setup_path:
  critPathLaunchType: "primary input"
  crit_required_ns: 4.38
  slowest_delay_ns: 0.44
  cpMostUsedCell: "xnor2_1"
  cp_slowest_cell: "clkdlybuf4s50_1"
  r2r_cells: 7
  path_cells: "clkdlybuf4s50_1, nor2b_1, buf_4, ha_1, xnor2_1, xnor2_1, mux2_2, a311oi_1"
  endpoint_kind: "register"
  crit_arrival_ns: 2.82
  r2r-start: "rptr_h.empty"
  crit_type: "in -> reg"
  rr_endpoint: "rptr_h.empty"
  rrSetupSlack_ns: 2.12
  worstPathMaxFanout: 10
placement:
  place_inst: 352
  place_hpwl_mm: 3.96
  port_buffers: 22
  gp_congestion: 0.751
detailed_routing:
  via_per_inst: 4.83
  n_antenna_cell: 0
  drc: 0
  post_drt_wl_per_cell_um: 17.0
  drtPass1Iterations: 3
  vias: 1796
  ant_nets: 0
  wirelength_mm: 6.32
  drt_iter0_drc: 76
grt:
  grt_max_degree: 22
  grt_pass1_vias: 1956
  grt.total_usage: 0.149
  grt_antenna_before_repair: 0
  grt_pass1_wl_mm: 10.2
  overflow: 0
sta:
  tightest_slew_ns: 0.699
  fin_tns_setup_ns: 0
  worst_clock_skew_ns: 0.00817
  rsz0062_at_grt: "false"
  final_max_slew_viol_count: 0
  relSlewSlack: 0.532
  finalHoldViolCount: 0
  setup-violations-final: 0
yosys:
  ff_type: "edfxtp_1"
  numSynthFlops: 104
  synth_area_um2: 3950
  avgSynthCellArea_um2: 20.0
  syn_inst: 198
  ys_cells: 198
  synth_warnings: 4
  async_reset_ff_frac: 0.308
  yosys.stat.seqShare: 0.750
  yosys_area_um2: 3950
  edf_count: 72
  ys_types: 32
clock_tree:
  clock_sinks: 104
  cts-resized-gates: 0
  hold_buffers: 0
  cts_tree: "yes"
  clkTransAtPathRegs_ns: 0.09
  cts_setup_buffers: 0
outcome:
  outcome: "finished, final reports clean"
floorplan:
  die_width_um: 101
  dieArea_um2: 10300
  pin_count: 24
  num_rows: 35
  core_um2: 9420
  die.size.y_um: 101
  fp_util: 0.420
cells_and_area:
  layout-drive-gt1-share: 0.247
  syn2layout_area_growth_pct: 17.3
  lay_top_cells: "edfxtp_1, dfrtp_1, clkdlybuf4s50_1"
  fin_cells: 372
  final_common_cell: "edfxtp_1"
min_path:
  hold-path-endpoint: "sync_rptr.sync1[2]"
  hold_class: "reg -> reg"
  min_delay_path_depth: 0
  hp-start: "rptr_h.g_rptr[2]"
pwr:
  vdd_drop_max_uv: 299
  p_leak_uw: 0.00162
  p_total_uw: 3270
  powerDensity_nw_per_um2: 706
run:
  tool_warnings: 27
  maxCapViolations: 0
## how the worst max path moves through the flow
stage | startpoint | endpoint | slack [ns] | depth (start not counted)
CTS | r_en | rptr_h.empty | 1.53 | 8
global route | r_en | rptr_h.empty | 1.45 | 8
finish | r_en | rptr_h.empty | 1.56 | 8
## per-stage QoR
step | util | setup slack [ns] | area, um^2 | hold WS (ns)
floorplan | - | 1.53 | 3950 | 0.331
global placement | 0.464 | 1.28 | 4360 | 0.332
detailed placement | 0.464 | 1.23 | 4360 | 0.335
CTS | 0.492 | 1.53 | 4630 | 0.305
global route | 0.492 | 1.45 | 4630 | 0.340
finish | 0.492 | 1.56 | 4630 | 0.310
## power breakdown
group,total [uW],internal [uW],leakage (uW),switching [uW]
combinational,946,523,0.000446,423
clock,749,385,0.000136,364
sequential,1580,1410,0.00103,166
## synthesized netlist by cell type (2+ instances only)
| master | n | area, um^2 |
|---|---|---|
| buf_2 | 5 | 25.0 |
| buf_6 | 2 | 22.5 |
| dfrtp_1 | 31 | 776 |
| edfxtp_1 | 72 | 2160 |
| ha_1 | 4 | 50.1 |
| mux2_2 | 9 | 101 |
| mux4_2 | 16 | 360 |
| nand2_1 | 4 | 15.0 |
| nand2b_1 | 2 | 12.5 |
| nand3_1 | 4 | 20.0 |
| nor2_1 | 7 | 26.3 |
| nor2b_1 | 4 | 25.0 |
| nor3_1 | 3 | 15.0 |
| xnor2_1 | 10 | 87.6 |
| xor2_1 | 7 | 61.3 |
| xor2_4 | 2 | 55.1 |
## worst max-delay path, delay by kind of cell
family | cells | cell delay, ns
buf+inv | 2 | 0.64
mux | 1 | 0.34
xor+xnor | 2 | 0.30
fa+ha+maj | 1 | 0.29
compound gates | 1 | 0.27
simple gates | 1 | 0.12
## layer usage
layer	routed length, um	up-vias	global-route usage
met5	0	-	0
met4	170	0	0.0334
met3	462	13	0.0588
met2	2860	60	0.219
met1	2830	884	0.232
li1	-	839	-
## cell type report
type | instances | area, um^2
Tap cell | 129 | 161
Multi-Input combinational cell | 86 | 936
Clock inverter | 7 | 80.1
Clock buffer | 13 | 190
Fill cell | 775 | 4780
Sequential cell | 104 | 2960
Timing Repair Buffer | 33 | 303
## flip-flops by register name (all words and copies together), names as in the netlist
name,cells
wptr_h.b_wptr,4
sync_wptr.q,4
rptr_h.g_rptr,3
sync_rptr.q,4
sync_rptr.sync1,4
rptr_h.b_rptr,4
wptr_h.g_wptr,3
rptr_h.empty,1
wptr_h.full,1
fifom.fifo,64
fifom.data_out,8
sync_wptr.sync1,4
## cell families after synthesis
group                    share of synthesized area
buffers and inverters                       0.0130
AND-OR/OR-AND                               0.0180
multiplexers                                 0.117
adder cells (fa/ha/maj)                     0.0127
XOR/XNOR                                    0.0516
AND/OR/NAND/NOR                             0.0377
flip-flops                                   0.750
Power figures rest on the tool's default switching activity, not on a simulated workload.
